[/design/flow/design.v]
module vending_machine(i_clk, i_nickle, i_dime, i_quarter, o_soda, o_change);
    input  i_clk, i_nickle, i_dime, i_quarter;
    output reg o_soda;
    output reg [2:0] o_change;
    reg [3:0] state, next_state  ; 
    always @(state or i_nickle or i_dime or i_quarter) begin
        next_state = 4'b0000;
        case (state)
            4'b0000: begin 
                if (i_nickle) next_state = 4'b0001;
                else if (i_dime) next_state = 4'b0010;
                else if (i_quarter) next_state = 4'b0101; 
                else next_state = 4'b0000;
            end
            4'b0001: begin 
                if (i_nickle) next_state = 4'b0010;
                else if (i_dime) next_state = 4'b0011;
                else if (i_quarter) next_state = 4'b0110; 
                else next_state = 4'b0001;
            end
            4'b0010: begin 
                if (i_nickle) next_state = 4'b0011;
                else if (i_dime) next_state = 4'b0100;
                else if (i_quarter) next_state = 4'b0111; 
                else next_state = 4'b0010;
            end
            4'b0011: begin 
                if (i_nickle) next_state = 4'b0100;
                else if (i_dime) next_state = 4'b0101;
                else if (i_quarter) next_state = 4'b1000; 
                else next_state = 4'b0011;
            end
            default: begin
                        next_state = 4'b0000;
            end
        endcase
    end
    always@(posedge i_clk) begin
        state <= next_state;
        case(state) 
            4'b0100: begin
                o_soda = 1;
                o_change = 3'b000;
            end
            4'b0101: begin
                o_soda = 1;
                o_change = 3'b001;
            end
            4'b0110: begin
                o_soda = 1;
                o_change = 3'b010;
            end
            4'b0111: begin
                o_soda = 1;
                o_change = 3'b011;
            end
            4'b1000: begin
                o_soda = 1;
                o_change = 3'b100;
            end
            default: begin
                o_soda = 0;
                o_change = 3'b000;
            end
        endcase 
    end 
endmodule 
[/design/flow/run.sh]
#!/bin/bash
# OpenROAD 26Q1-2900-gdf79404cd8, Yosys 0.63+post, stock flow scripts
make -C /OpenROAD-flow-scripts/flow DESIGN_CONFIG=/design/flow/config.mk WORK_HOME=/design/flow/orfs finish
[/design/flow/config.mk]
export PLATFORM = sky130hd
export DESIGN_NAME = vending_machine
export DESIGN_NICKNAME = vending_machine
export VERILOG_FILES = /design/flow/design.v
export SDC_FILE = /design/flow/constraint.sdc
export NUM_CORES = 4
export LEC_CHECK = 1
export CORE_AREA = 10 10 70 70
export DIE_AREA = 0 0 80 80
[/design/flow/constraint.sdc]
current_design vending_machine

set clk_period 1.8
set clk_io_pct 0.2

create_clock -name clk0 -period $clk_period [get_ports {i_clk}]

set non_clock_inputs [all_inputs -no_clocks]
set_input_delay [expr $clk_period * $clk_io_pct] -clock clk0 $non_clock_inputs
set_output_delay [expr $clk_period * $clk_io_pct] -clock clk0 [all_outputs]
==> impl_metrics.tcl <==
# place-and-route summary
set metrics [dict create \
    htreeDepth 1 \
    maxCapViolations 0 \
    timing.rr.end "state[2]" \
    rsz0062_at_grt "no" \
    synth.most_common_cell "dfxtp_1" \
    antenna_found_initial 0 \
    cp_num_cells 1 \
    cts_max_path_buffers 2 \
    drt-initial-drc-count 30 \
    tns_ns 0 \
    grt_use_met3_pct 0.682 \
    skew_ns 0.00523 \
    cts_sinks 8 \
    root_buffer "clkbuf_4" \
    reg2reg_from "state[1]" \
    slowest_delay_ns 0.46 \
    cellPowerDensity_nw_per_um2 1190 \
    area_delta_synth_final_pct 51.5 \
    cp.arrival_ns 1.00 \
    route.detailed.vias_per_inst 2.90 \
    fmax_ghz 0.733 \
    ys_sh_mux_pct 0 \
    finalCritPeriodShare_pct 75.8 \
    synth-edff-count 0 \
    synthTopCellsByArea "dfxtp_1 55%, and3_1 8.6%, a2111oi_2 5.2%" \
    top_cell_area_share_pct 54.9 \
    synth-simple-area-share_pct 25.3 \
    maxSlewViolCount 0 \
    die_w_um 80 \
    grt_use_met2_pct 2.97 \
    cp_top_family "buffers and inverters" \
    p_leak_nw 0.163 \
    setup_viol 0 \
    ctsHoldBuffers 0 \
    min_to "state[2]" \
    initial_utilization_pct 8.53 \
    hold_viol 0 \
    ys_area_um2 292 \
    drt_wl_total_um 545 \
    dieArea_um2 6400 \
    grt_pass1_wl_um 917 \
    ys_cells 28 \
    end_kind "output pin" \
    fp-row-count 21 \
    ys_warn_count 1 \
    hold_path_class "flip-flop to flip-flop" \
    postCtsResizedCells 0 \
    antenna_left 0 \
    outcome "finished, final reports clean" \
    gr-total-overflow 0 \
    dr.pass1.iters 4 \
    synth_cells 28 \
    fin_cells 84 \
    clk_latency_ns 0.24 \
    tool_warnings 25 \
    ys_seq_share_pct 54.9 \
    cts.clk_slew.worst_paths_ns 0.05 \
    n_antenna_cell 0 \
    gp_congestion 0.722 \
    min_period_ns 1.36 \
    grt_max_degree 8 \
    via_count 244 \
    worst-path-max-fanout 1 \
    irDropWorstVdd_mv 0.174 \
    cts_tree "done" \
    cts_buffers 3 \
    reg2reg_depth 3 \
    grt_most_used_layer "met2" \
    slew_headroom_pct 78.5 \
    wl_per_cell_um 6.49 \
    io_pins 8 \
    critPathBufInv 1 \
    final_util_pct 12.9 \
    hold_path_depth 1 \
    whs_ns 0.464 \
    drive_gt1_share_pct 13.2 \
    critPathLaunchType "flip-flop" \
    crit_type "flip-flop to output pin" \
    cts_setup_buffers 0 \
    crit_chain "clkdlybuf4s50_1" \
    largest_area_cell "dfxtp_1" \
    drc 0 \
    synthTopCellsByCount "8 x dfxtp_1, 4 x and3_1, 2 x nand2_1, 2 x o21ai_0" \
    met1_usage_pct 1.61 \
    syn_area_per_cell_um2 10.4 \
    ys_top_logic_family "simple AND/OR/NAND/NOR gates" \
    core_area_um2 3420 \
    ys_types 16 \
    synth_area_um2 292 \
    synthAoiAreaFrac_pct 18.5 \
    ys_async_sr_fraction_pct 0 \
    crit_required_ns 1.44 \
    min_from "state[3]" \
    grt_pass1_vias 232 \
    flop_cell "dfxtp_1" \
    ys_sh_adder_pct 0 \
    xor_share_pct 0 \
    track_usage_pct 1.70 \
    slowest_stage "clkdlybuf4s50_1" \
    port_buffers 7 \
    synth-seq-cells 8 \
    numPlacedInstances 81 \
    tightestPinTransition_ns 0.320 \
    die_h_um 80 \
    r2r_slack_ns 0.73 \
    p_total_mw 0.524 \
]
-- worst max-delay path by stage --
stage               start          end
global route  o_change[1]  o_change[1]
CTS           o_change[2]  o_change[2]
finish        o_change[2]  o_change[2]
-- routing by layer --
metal	vias to the layer above	routed length, um
met4	0	27
li1	125	-
met2	6	269
met3	2	36
met5	-	0
met1	111	212
-- logic make-up after synthesis --
logic type / Yosys count
simple gates: 12
compound gates: 7
buf+inv: 1
flops: 8
-- power breakdown --
group	switching, mW	internal, mW
combinational	0.0419	0.0837
clock	0.0499	0.0755
sequential	0.0460	0.226
total	0.138	0.386
-- through the flow --
step	instance area (um^2)	setup WS, ns
floorplan	292	0.777
global placement	419	0.275
detailed placement	419	0.261
CTS	442	0.418
global route	442	0.379
finish	442	0.436
-- sequential cells by signal, indices dropped and copies added, names as in the netlist --
name / count
o_change: 3
state: 4
o_soda: 1
-- placed cells by master, fill, tap and decap left out --
| cell type | n |
|---|---|
| dfxtp_1 | 8 |
| clkdlybuf4s50_1 | 7 |
| and3_1 | 4 |
| clkbuf_4 | 3 |
| nand2_1 | 2 |
| o21ai_0 | 2 |
| nor2b_4 | 1 |
| a221oi_1 | 1 |
| a2111oi_2 | 1 |
| nor2_1 | 1 |
| or3_1 | 1 |
| inv_1 | 1 |
| nor4_1 | 1 |
| nand2b_1 | 1 |
| a21oi_1 | 1 |
| o21a_1 | 1 |
| a21o_1 | 1 |
| nor3_1 | 1 |
-- cell type report --
type                            instances  area, um^2
Tap cell                               46        57.6
Inverter                                1        3.75
Fill cell                             390        2970
Sequential cell                         8         160
Clock buffer                            3        22.5
Multi-Input combinational cell         19         128
Timing Repair Buffer                    7        70.1
Power and IR drop assume default switching activity.
